==> design.v <==
`default_nettype none
module axi4_str_fifo #(
    parameter int unsigned ADDR_WDTH = 4,
    parameter int unsigned DATA_WDTH = 8
) (
    input wire                      s_axis_clk,        
    input wire                      m_axis_clk,        
    input wire                      m_axis_aresetn,    
    input wire [DATA_WDTH-1 :0]     s_axis_tdata,      
    input wire                      s_axis_tvalid,     
    input wire                      m_axis_tready,     
    output wire                     s_axis_tready,     
    output wire [DATA_WDTH-1 :0]    m_axis_tdata,      
    output wire                     m_axis_tvalid      
  ); 
wire                  m_bdge_rst_n;
wire                  full;
wire                  empty;
wire [ADDR_WDTH :0] wr_ptr_gray;
wire [ADDR_WDTH :0] wr_ptr_bin;
wire [ADDR_WDTH :0] rd_ptr_gray;
wire [ADDR_WDTH :0] rd_ptr_bin;
wire [ADDR_WDTH :0] wr_ptr_gray_sync;
wire [ADDR_WDTH :0] rd_ptr_gray_sync;  
initial begin
  assert (DATA_WDTH === 8 || DATA_WDTH === 16 || DATA_WDTH === 32 || DATA_WDTH === 64) 
  else  
    $fatal(0, "Parameter DATA_WDTH = (%0d) must be 8, 16, 32 or 64 bits wide!", DATA_WDTH);
end   
wr_fifo_ctrl #(
  .ADDR_WDTH(ADDR_WDTH+1)
)
u_wr_fifo_ctrl (
  .clk        (s_axis_clk         ),
  .rst_n      (1'b1               ),
  .sync_rst_n (m_axis_aresetn     ),
  .rd_ptr_gray(rd_ptr_gray_sync   ),   
  .wr_en      (s_axis_tvalid      ),   
  .wr_ptr_bin (wr_ptr_bin         ),   
  .wr_ptr_gray(wr_ptr_gray        ),   
  .full       (full               )    
);
dpbuf_mem #(
  .ADDR_WDTH  (ADDR_WDTH  ),
  .DATA_WDTH  (DATA_WDTH  )
)
u_dpbuf_mem (
  .clk_rd     (m_axis_clk ),
  .clk_wr     (s_axis_clk ),
  .wr_en      (s_axis_tvalid & ~full      ),
  .wr_addr    (wr_ptr_bin[ADDR_WDTH-1:0]  ),
  .wr_din     (s_axis_tdata               ),
  .rd_en      (~empty                     ),      
  .rd_addr    (rd_ptr_bin[ADDR_WDTH-1:0]  ),
  .rd_dout    (m_axis_tdata               ), 
  .rd_dout_val(m_axis_tvalid              )
  ); 
rd_fifo_ctrl #(
  .ADDR_WDTH    (ADDR_WDTH+1 )
)
u_rd_fifo_ctrl (
  .clk        (m_axis_clk       ),
  .rst_n      (m_bdge_rst_n     ),
  .sync_rst_n (1'b1             ),
  .rd_en      (m_axis_tready    ),
  .wr_ptr_gray(wr_ptr_gray_sync ),  
  .rd_ptr_bin (rd_ptr_bin       ),  
  .rd_ptr_gray(rd_ptr_gray      ),  
  .empty      (empty            )  
  ); 
sync_reg #(
  .SYNC_REG_WDTH        (1  )
)
u_sync_reg_m_rst_n_bdge (
  .clk      (m_axis_clk     ),
  .rst_n    (m_axis_aresetn ),
  .sync_sig (1'b1           ),  
  .sync_reg1(m_bdge_rst_n   )
  );
sync_reg #(
  .SYNC_REG_WDTH  (ADDR_WDTH+1  )
)
u_sync_reg_sync_wr_ptr_g (
  .clk      (m_axis_clk       ),
  .rst_n    (m_bdge_rst_n     ),
  .sync_sig (wr_ptr_gray      ),  
  .sync_reg1(wr_ptr_gray_sync )
  );
 sync_reg #(
  .SYNC_REG_WDTH  (ADDR_WDTH+1  )
)
u_sync_reg_sync_rd_ptr_g (
  .clk      (s_axis_clk       ),
  .rst_n    (m_axis_aresetn   ),
  .sync_sig (rd_ptr_gray      ),  
  .sync_reg1(rd_ptr_gray_sync )
  ); 
assign s_axis_tready = ~full;
endmodule
`resetall
`default_nettype none
module dpbuf_mem #(
    parameter int unsigned          ADDR_WDTH = 4,
    parameter int unsigned          DATA_WDTH = 8
) (
    input wire                      clk_rd,
    input wire                      clk_wr,
    input wire [ADDR_WDTH-1     :0] wr_addr,
    input wire [ADDR_WDTH-1     :0] rd_addr,
    input wire                      wr_en,
    input wire                      rd_en,
    input wire [DATA_WDTH-1     :0] wr_din,
    output wire [DATA_WDTH-1    :0] rd_dout,
    output wire                     rd_dout_val
);
    localparam MEM_SIZE = (1 << ADDR_WDTH);
(* ram_style = "block" *)    reg [DATA_WDTH-1    :0] dpbuf_mem [MEM_SIZE-1     :0];
    reg [DATA_WDTH-1    :0] dout;
    reg                     rd_dout_val_r;
    always @(posedge clk_wr) begin
        if (wr_en) begin
            dpbuf_mem[wr_addr] <= wr_din;
        end
    end
    always @(posedge clk_rd) begin
        if (rd_en) begin
            dout <= dpbuf_mem[rd_addr];
        end
    end
    always @(posedge clk_rd ) begin
            rd_dout_val_r <= rd_en;
    end
assign rd_dout_val =    rd_dout_val_r;
assign rd_dout =        dout;
endmodule
`resetall
`default_nettype none
module rd_fifo_ctrl #(
    parameter int unsigned          ADDR_WDTH = 4 
) (
    input wire                      clk,
    input wire                      rst_n,
    input wire                      sync_rst_n,
    input wire                      rd_en,
    input wire [ADDR_WDTH-1     :0] wr_ptr_gray,             
    output wire [ADDR_WDTH-1    :0] rd_ptr_gray,             
    output wire [ADDR_WDTH-1    :0] rd_ptr_bin,              
    output wire                     empty                    
);
    integer j;
    reg [ADDR_WDTH-1    :0] rd_ptr;                          
    reg [ADDR_WDTH-1    :0] wr_ptr;                          
    wire                    empty_w;
    always @(*) begin
        wr_ptr[ADDR_WDTH-1] = wr_ptr_gray[ADDR_WDTH-1];
        for (j=ADDR_WDTH-2; j>=0; j = j-1) begin
            wr_ptr[j] = wr_ptr_gray[j] ^ wr_ptr[j+1];
        end
    end
    always @(posedge clk, negedge rst_n) begin
        if (!rst_n) begin
            rd_ptr <= {ADDR_WDTH{1'b0}};
        end else if (!sync_rst_n) begin
            rd_ptr <= {ADDR_WDTH{1'b0}};
        end else begin
            case ({rd_en, empty_w})
                {1'b1, 1'b0}: begin
                                rd_ptr <= rd_ptr + {{(ADDR_WDTH-1){1'b0}}, 1'b1};
                end 
                default:      begin
                                rd_ptr <= rd_ptr;
                end 
            endcase
        end
    end
    assign empty_w = (rd_ptr == wr_ptr);
    assign empty      = empty_w;
    assign rd_ptr_bin = rd_ptr;
    assign rd_ptr_gray = rd_ptr ^ (rd_ptr >> 1);                    
endmodule
`resetall
`default_nettype none
module sync_reg #(
    parameter int unsigned  SYNC_REG_WDTH = 1
) (
                            input wire                              clk,
                            input wire                              rst_n,
                            input wire [SYNC_REG_WDTH-1         :0] sync_sig,
(* ASYNC_REG = "TRUE" *)    output reg [SYNC_REG_WDTH-1         :0] sync_reg1
);
(* ASYNC_REG = "TRUE" *)    reg [SYNC_REG_WDTH-1      :0] sync_reg0 = {SYNC_REG_WDTH{1'b0}};
    always @(posedge clk, negedge rst_n) begin
      if (!rst_n) begin
        sync_reg0 <= {SYNC_REG_WDTH{1'b0}};
        sync_reg1 <= {SYNC_REG_WDTH{1'b0}};
      end 
      else begin
        sync_reg0 <= sync_sig;
        sync_reg1 <= sync_reg0;
      end 
    end
endmodule
`resetall
`default_nettype none
module wr_fifo_ctrl #(
    parameter int unsigned          ADDR_WDTH = 4
)(
    input wire                      clk,
    input wire                      rst_n,
    input wire                      sync_rst_n,
    input wire                      wr_en,                   
    input wire [ADDR_WDTH-1     :0] rd_ptr_gray,             
    output wire [ADDR_WDTH-1    :0] wr_ptr_gray,             
    output wire [ADDR_WDTH-1    :0] wr_ptr_bin,              
    output wire                     full                     
);
    integer j;
    reg [ADDR_WDTH-1    :0] wr_ptr;                          
    reg [ADDR_WDTH-1    :0] rd_ptr;                          
    wire                    full_w;                          
    always @(*) begin
        rd_ptr[ADDR_WDTH-1] = rd_ptr_gray[ADDR_WDTH-1];
        for (j=ADDR_WDTH-2; j>=0; j = j-1) begin
            rd_ptr[j] = rd_ptr_gray[j] ^ rd_ptr[j+1];
        end
    end
    always @(posedge clk, negedge rst_n) begin
        if (!rst_n)
            wr_ptr      <= {ADDR_WDTH{1'b0}};
        else if (!sync_rst_n)
            wr_ptr      <= {ADDR_WDTH{1'b0}};
        else begin
            case ({wr_en, full_w})
                {1'b1, 1'b0}: wr_ptr <= wr_ptr + {{(ADDR_WDTH-1){1'b0}}, 1'b1};
                default:      wr_ptr <= wr_ptr;
            endcase
        end
    end
    assign full_w = (rd_ptr[ADDR_WDTH-1] ^ wr_ptr[ADDR_WDTH-1]) & (rd_ptr[ADDR_WDTH-2:0] == wr_ptr[ADDR_WDTH-2:0]);
    assign full = full_w;
    assign wr_ptr_bin = wr_ptr;
    assign wr_ptr_gray = wr_ptr ^ (wr_ptr >> 1);                    
endmodule
`resetall
==> run.sh <==
#!/bin/bash
# OpenROAD 26Q1-2900-gdf79404cd8, Yosys 0.63+post, stock flow scripts
make -C /OpenROAD-flow-scripts/flow DESIGN_CONFIG=/design/flow/config.mk WORK_HOME=/design/flow/orfs finish
==> config.mk <==
export PLATFORM = sky130hd
export DESIGN_NAME = axi4_str_fifo
export DESIGN_NICKNAME = axi4_str_fifo
export VERILOG_FILES = /design/flow/design.v
export SDC_FILE = /design/flow/constraint.sdc
export NUM_CORES = 4
export LEC_CHECK = 1
export CORE_UTILIZATION = 30
export SYNTH_HDL_FRONTEND = slang
==> constraint.sdc <==
current_design axi4_str_fifo

set clk_period 3.5
set clk_io_pct 0.2

create_clock -name clk0 -period $clk_period [get_ports {m_axis_clk}]
create_clock -name clk1 -period $clk_period [get_ports {s_axis_clk}]

set non_clock_inputs [all_inputs -no_clocks]
set_input_delay [expr $clk_period * $clk_io_pct] -clock clk0 $non_clock_inputs
set_output_delay [expr $clk_period * $clk_io_pct] -clock clk0 [all_outputs]
==> results.ini <==
[final_layout]
finish.utilization_pct = 36.3
logic_area_um2 = 1720
drive_gt1_share_pct = 23.0
syn_to_final_growth_pct = 18.6
layout_top_cell = edfxtp_1
layoutNonFillerInstCount = 663
seqCellArea_um2 = 4880
final_cell_mix = 136 x edfxtp_1, 40 x mux4_2, 26 x dfrtp_1, 21 x clkbuf_16, 21 x clkdlybuf4s50_1
fill_cells = 1955

[synthesis]
ys_cells = 334
async_reset_ff_share_pct = 16.0
synth.distinct_cells = 42
edf_count = 136
ff_type = edfxtp_1
synth_seq_share_pct = 73.0
yosysWarnings = 0
netlist_instances = 334
top_area_cell = edfxtp_1
mappedNetlistArea_um2 = 6690
avgSynthCellArea_um2 = 20.0
synth_flops = 169
synthTopCellsByArea = edfxtp_1 61%, mux4_2 13%, dfrtp_1 10%
netlist.area_leader.share_pct = 61.1
yosys_area_um2 = 6690

[pwr]
clockPowerShare_pct = 34.3
p_sw_uw = 1640
finalPower_uw = 6140
p_leak_uw = 0.00275
p_seq_share_pct = 41.9
ir_drop_mv = 0.345
intPower_uw = 4490
pwr-share-comb_pct = 23.8
power.share.switching_pct = 26.8
p_per_area_nw_per_um2 = 774

[global_route]
antenna_found_initial = 0
grt_pass1_vias = 3391
grt_pass1_wl_mm = 20.0
grt_max_degree = 33
grt-ovfl-total = 0
grt.total_usage_pct = 13.1

[worst_setup_path]
critPathKind = reg -> out
endpoint_kind = primary output
r2r-start = u_wr_fifo_ctrl.wr_ptr_bin[2]
r2r_end = u_dpbuf_mem.dpbuf_mem[0][4]
r2r.worst_path.cells = 5
crit_arrival_ns = 2.36
cpPeakStageDelay_ns = 0.44
required_ns = 2.80
cp_slowest_cell = clkdlybuf4s50_1
cp_max_fo = 5
path_cells = xnor2_1 > xor2_2 > mux2i_2 > nand2_1 > clkdlybuf4s50_1
reg2reg_slack_ns = 1.08
crit_family = XOR/XNOR gates
path_buffers = 1
critPathLaunchType = register

[final_timing]
slew_viol_final = 0
timing.setup.tns_ns = 0
tightest_slew_ns = 0.740
rsz0062_at_grt = no
hold_viol = 0
setup_violations = 0
relSlewSlack_pct = 50.6
worst_slack_ns = 0.442
skew_ns = 0.0104

[min_path]
min_path_type = reg -> async

[routing]
via_count = 3144
viasPerCell = 4.74
drcViolationCount = 0
drtIter0Drc = 156
ant_nets = 0
drt-total-wl_mm = 13.0
wl_per_cell_um = 19.7
drt_pre_antenna_iters = 4
antenna-diode-count = 0

[placement]
place_ws_ns = 0.875
dpl.hpwl_mm = 8.45
gp_congestion = 0.821
numPortBuffers = 21
dpl.cell_count = 628

[clock_tree]
cts_setup_buffers = 0
holdBufCountCts = 0
cts.sink_count = 169
cts_tree = yes
cts_resized = 0
clk_pin_slew_ns = 0.08

[die]
fp.dieW_um = 151
die_h_um = 151
die_area_um2 = 22900
fp_util_pct = 30.6
io_pins = 23
core_area_um2 = 21800
num_rows = 54

[run_status]
outcome = finished, final reports clean

[run]
warning_count = 32
drv_cap = 0

[kinds of logic (layout without fill, tap and decap cells)]
kind of cell             after synthesis  in the layout  share of synthesized area, %
flip-flops                           169            169                          73.0
multiplexers                          47             47                          14.6
AND/OR/NAND/NOR                       46             46                          3.67
AND-OR/OR-AND                         22             22                          2.68
buffers and inverters                 20             69                          1.35
XOR/XNOR                              17             17                          2.45
adder cells (fa/ha/maj)               12             12                          2.25
other                                  1              1                        0.0561
[cell usage after synthesis, drive strengths merged (2+ instances only)]
library cell  count
mux2i             6
mux4             40
ha               12
clkbuf            5
nand2            13
xor2             12
inv               8
xnor2             5
dfrtp            27
edfxtp          136
dfxtp             6
o311ai            2
a21oi             6
buf               7
nor2b             2
nand3             4
and3             15
nor2              2
o22ai             2
nand2b            5
a31oi             2
a211o             2
[worst reg2reg max path: stages (launching register included)]
cell,delay [ns]
dfxtp_1,0.38
xnor2_1,0.31
mux2i_1,0.26
o22ai_2,0.18
a21oi_4,0.40
and3_1,0.52
[area by class of cell]
cell class                      instances  area share [%]
Clock buffer                           22            6.67
Clock inverter                         13            2.07
Inverter                                8           0.379
Multi-Input combinational cell        145            21.7
Sequential cell                       169            61.5
Tap cell                              280            4.42
Timing Repair Buffer                   26            3.28
[state kept, by name, indices dropped and copies added, names as in the netlist]
| register | cells |
|---|---|
| u_dpbuf_mem.dpbuf_mem | 128 |
| u_dpbuf_mem.rd_dout | 8 |
| u_dpbuf_mem.rd_dout_val | 1 |
| u_rd_fifo_ctrl.rd_ptr_bin | 5 |
| u_sync_reg_m_rst_n_bdge.sync_reg0 | 1 |
| u_sync_reg_m_rst_n_bdge.sync_reg1 | 1 |
| u_sync_reg_sync_rd_ptr_g.sync_reg0 | 5 |
| u_sync_reg_sync_rd_ptr_g.sync_reg1 | 5 |
| u_sync_reg_sync_wr_ptr_g.sync_reg0 | 5 |
| u_sync_reg_sync_wr_ptr_g.sync_reg1 | 5 |
| u_wr_fifo_ctrl.wr_ptr_bin | 5 |
[through the flow]
step	hold WS [ns]	instance area [um^2]
floorplan	0.187	6690
global placement	0.256	7240
detailed placement	0.253	7240
CTS	0.249	7930
global route	0.299	7930
finish	0.229	7930
[how the worst max path moves through the flow]
stage | startpoint | to | slack (ns) | depth (start not counted)
after CTS | u_sync_reg_sync_rd_ptr_g.sync_reg1[3] | s_axis_tready | 0.42 | 5
after global routing | u_sync_reg_sync_rd_ptr_g.sync_reg1[3] | s_axis_tready | 0.30 | 5
final | u_sync_reg_sync_rd_ptr_g.sync_reg1[3] | s_axis_tready | 0.44 | 5
[power by group through the flow]
stage	Sequential [uW]	Combinational [uW]	Clock [uW]
CTS	2580	1490	2150
global route	2600	1580	2220
finish	2570	1460	2100
[layer usage]
| metal | global-route usage [%] | up-vias | routed length [um] |
|---|---|---|---|
| met4 | 1.75 | 0 | 206 |
| met5 | 0 | - | 0 |
| met3 | 8.48 | 12 | 1630 |
| li1 | - | 1410 | - |
| met1 | 16.8 | 1575 | 4910 |
| met2 | 19.9 | 147 | 6300 |
Power is estimated from default activity; no workload was simulated.
